### flow/design.v
module processor (DIN, reset, clock, run, bus, done);
	input reset, clock, run;   
	input [15:0] DIN;          
	output reg [15:0] bus;     
	output reg done;           
	reg IR_in, G_out, G_in, A_in, addsub, DIN_out;   
	reg [2:0] R_out;                                 
	reg [7:0] R_in;                                  
	wire [2:0] i, reg_x, reg_y;
	assign {i, reg_x, reg_y} = IR[8:0];
	parameter reg [1:0] T0 = 2'b00, T1 = 2'b01, T2 = 2'b10, T3 = 2'b11;
	reg [1:0] present_state, next_state;
	always @(present_state, run, done) begin
		case (present_state)
			T0: begin
				if (!run | done) 
					next_state = T0;
				else 
					next_state = T1;
			end
			T1: begin
				if (!run | done) 
					next_state = T0;
				else 
					next_state = T2;
			end
			T2: begin
				if (!run | done) 
					next_state = T0;
				else 
					next_state = T3;
			end
			default: begin
				next_state = T0;
			end
		endcase
	end
	always @(present_state, i, reg_x, reg_y) begin
		{IR_in, R_out, R_in, G_out, DIN_out, A_in, addsub, G_in, done} = 23'b0;
			case (present_state)
				T0: begin
					IR_in = 1'b1;
				end
				T1: begin
					case (i)
						3'h0: begin                
							R_out = reg_y;         
							R_in = 1'b1 << reg_x;  
							done = 1'b1;           
						end
						3'h1: begin                
							R_in = 1'b1 << reg_x;  
							DIN_out = 1'b1;		   
							done = 1'b1;		   
						end
						3'h2: begin                
							R_out = reg_x;		   
							A_in = 1'b1;		   
						end
						3'h3: begin				   
							R_out = reg_x;         
							A_in = 1'b1;		   
						end	
					endcase
				end
				T2: begin
					case (i)
						3'h2: begin                
							R_out = reg_y;         
							G_in = 1'b1;           
						end
						3'h3: begin                
							R_out = reg_y;         
							G_in = 1'b1;           
							addsub = 1'b1;         
						end
					endcase
				end
				T3: begin
					case (i)
						3'h2: begin                
							R_in = 1'b1 << reg_x;  
							G_out = 1'b1;          
							done = 1'b1;           
						end
						3'h3: begin                
							R_in= 1'b1 << reg_x;   
							G_out = 1'b1;          
							done = 1'b1;           
						end
					endcase
				end
			endcase
		end
	always @(posedge clock, negedge reset) begin
		if (!reset) begin
			present_state <= T0;          
		end else
			present_state <= next_state;  
		end
	reg [15:0] regn[7:0];
	reg [15:0] IR, A, G;
	always @(posedge clock) begin
		regn[0] <= R_in[0] ? bus : regn[0];  
		regn[1] <= R_in[1] ? bus : regn[1];  
		regn[2] <= R_in[2] ? bus : regn[2]; 
		regn[3] <= R_in[3] ? bus : regn[3]; 
		regn[4] <= R_in[4] ? bus : regn[4]; 
		regn[5] <= R_in[5] ? bus : regn[5]; 
		regn[6] <= R_in[6] ? bus : regn[6]; 
		regn[7] <= R_in[7] ? bus : regn[7]; 
		IR <= IR_in ? DIN : IR;                        
		A <= A_in ? bus : A;                           
		G <= G_in ? (addsub ? A - bus : A + bus) : G;  
	end
	always @(*) begin
		if (DIN_out)            
			bus = DIN;          
		else if (G_out)         
			bus = G;            
		else 
			bus = regn[R_out];  
	end
endmodule
### flow/run.sh
#!/bin/bash
# OpenROAD 26Q1-2900-gdf79404cd8, Yosys 0.63+post, stock flow scripts
make -C /OpenROAD-flow-scripts/flow DESIGN_CONFIG=/design/flow/config.mk WORK_HOME=/design/flow/orfs finish
### flow/config.mk
export PLATFORM = sky130hd
export DESIGN_NAME = processor
export DESIGN_NICKNAME = processor
export VERILOG_FILES = /design/flow/design.v
export SDC_FILE = /design/flow/constraint.sdc
export NUM_CORES = 4
export LEC_CHECK = 1
export CORE_UTILIZATION = 30
### flow/constraint.sdc
current_design processor

set clk_period 12.3
set clk_io_pct 0.2

create_clock -name clk0 -period $clk_period [get_ports {clock}]

set non_clock_inputs [all_inputs -no_clocks]
set_input_delay [expr $clk_period * $clk_io_pct] -clock clk0 $non_clock_inputs
set_output_delay [expr $clk_period * $clk_io_pct] -clock clk0 [all_outputs]
==> flow_metrics.tcl <==
# place-and-route summary
set metrics [dict create \
    cts_hold_buf 0 \
    wl_per_cell_um 21.5 \
    fin_util_pct 36.0 \
    critPathMaxFanout 16 \
    yosys_area_sq_um 8180 \
    cap_violations 0 \
    htree_levels 4 \
    coreArea_sq_um 26900 \
    topCellsByArea "edfxtp_1 62%, ha_1 2.4%, nor2_1 1.8%" \
    clkPwrFrac_pct 33.9 \
    fin_crit_ps 6980 \
    reg2reg_slack_ps 5890 \
    synth_area_leader_cell "edfxtp_1" \
    hold_end "present_state[1]" \
    grt_pass1_vias 5488 \
    clock_sinks 173 \
    die_x_um 167 \
    drc 0 \
    startpoint_type "flip-flop" \
    final_layout_size_suffix_gt1_share_pct 17.4 \
    cp.arrival_ps 4520 \
    numCtsBuffers 17 \
    grt_overflow_total 0 \
    r2r_end "G[14]" \
    netlist.area_leader.share_pct 62.0 \
    synth_top_flop_cell "edfxtp_1" \
    setup_viol 0 \
    rr_worst_depth 24 \
    power_frac_comb_pct 20.6 \
    design.portCount 36 \
    cts_tree "done" \
    ant_nets 0 \
    yosys_cells 595 \
    cts_root_buf "clkbuf_16" \
    edf_count 169 \
    vias 5383 \
    slew_headroom_pct 39.0 \
    drt-initial-drc-count 446 \
    worstSkewPairLatency_ps 430 \
    via_per_inst 5.33 \
    min_path_cells 1 \
    fp-row-count 60 \
    ys_seq_share_pct 63.2 \
    synth_area_sq_um 8180 \
    cts_setup_buffers 0 \
    yosysWarnings 2 \
    synth_flop_count 173 \
    num_antenna_cells 0 \
    cp-end-kind "primary output" \
    hpwlAfterDp_mm 14.1 \
    slew_viol_final 0 \
    dieArea_sq_um 27900 \
    cp_cell_sequence "nor2b_1 -> and3_1 -> nor2_2 -> buf_4 -> o211ai_1 -> a211o_1 -> a21oi_1 -> a221oi_2 -> inv_1 -> clkdlybuf4s50_1" \
    antenna_found_initial 0 \
    slowest_stage "edfxtp_1" \
    swShare_pct 26.7 \
    min_from "present_state[2]" \
    hp-class "reg -> reg" \
    ir_drop_v 0.000102 \
    ys_types 88 \
    hold_violations 0 \
    grt_usage_pct 16.7 \
    top_cells_by_count "169 x edfxtp_1, 39 x nor2_1, 24 x nand2_1" \
    worst_slew_pin_slew_ps 910 \
    startpoint "IR[8]" \
    firstDrtPassIters 7 \
    die_h_um 167 \
    drt-total-wl_mm 21.6 \
    p_per_area_nw_per_um2 163 \
    top_cell "edfxtp_1" \
    rsz0062_at_grt "false" \
    syn_to_final_growth_pct 18.3 \
    internal_power_uw 1160 \
    setup-tns-final_ps 0 \
    initCoreUtil_pct 30.5 \
    path_class "reg -> out" \
    seq_power_share_pct 45.5 \
    clk_path_buf_depth 2 \
    syn_inst 595 \
    gp_congestion 0.843 \
    fin_worst_skew_ps 11.9 \
    portBuffers 35 \
    p_leak_uw 0.00335 \
    warnings 25 \
    grt_max_degree 23 \
    postSynthAreaPerCell_sq_um 13.8 \
    cts_resized 0 \
    critPathMaxStageDelay_ps 750 \
    clk_pin_slew_ps 60 \
    power.switching_uw 422 \
    ys_async_sr_fraction_pct 2.31 \
    max_freq_ghz 0.143 \
    fin_crit_sh_pct 56.7 \
    required_ps 9840 \
    status "finished, final reports clean" \
    grt_pass1_wl_mm 33.1 \
    r2r-start "IR[8]" \
]
cell families after synthesis:
logic type                 synth area share [%]
xor gates and xnor gates                   2.78
DFF                                        63.2
and+or+nand+nor                            11.6
muxes                                      1.56
adders and majority gates                  2.69
buffers and inverters                      2.84
AOI/OAI and AO/OA                          15.3
how the worst max path moves through the flow:
stage	endpoint	slack, ps	depth (start not counted)
6_report	bus[6]	5320	10
5_1_grt	bus[6]	5080	10
4_1_cts	bus[6]	5310	10
per-stage QoR:
stage / cells / power [uW] / cell area (sq um) / setup slack (ps) / hold slack [ps]
detailed placement: 977 / 1060 / 9100 / 5590 / 547
floorplan: 595 / 934 / 8180 / 6580 / 502
global placement: 977 / 1050 / 9100 / 5610 / 544
finish: 1009 / 1580 / 9680 / 5320 / 562
global route: 1009 / 1650 / 9680 / 5080 / 588
CTS: 1009 / 1590 / 9680 / 5310 / 560
cell type report:
type                            instances  area [sq um]
Clock buffer                           20           437
Clock inverter                         12           146
Fill cell                            2533         17200
Inverter                               16          60.1
Multi-Input combinational cell        376          2820
Sequential cell                       173          5180
Tap cell                              341           427
Timing Repair Buffer                   71           621
critical path: cells and delay by family, from the launching register on:
family	cells	cell delay [ps]
flip-flops	1	750
AND-OR/OR-AND	4	770
AND/OR/NAND/NOR	3	1310
buffers and inverters	3	1230
routing by layer:
metal	part of all wire, %	vias up	track usage [%]
li1	-	2474	-
met1	40	2633	21.8
met2	47	253	26.3
met3	11	23	8.14
met4	2.1	0	3.07
met5	0	-	0
layout by cell type, fill, tap and decap left out, types with 10 or more instances in the layout:
| cell type | Yosys | final |
|---|---|---|
| nand2_1 | 24 | 24 |
| inv_1 | 16 | 16 |
| o21ai_0 | 22 | 22 |
| a21oi_1 | 23 | 23 |
| xor2_1 | 10 | 10 |
| clkdlybuf4s50_1 | 0 | 35 |
| a31oi_1 | 11 | 11 |
| ha_1 | 16 | 16 |
| nand3_1 | 19 | 19 |
| nor2_1 | 39 | 38 |
| xnor2_1 | 16 | 16 |
| buf_4 | 4 | 36 |
| clkbuf_16 | 0 | 17 |
| edfxtp_1 | 169 | 169 |
flip-flops by register name, summed over array words and instances (netlist names):
name	count
A	16
G	16
IR	9
present_state	4
regn	128
power by group through the flow:
stage	clock network [uW]	registers [uW]	logic, uW
CTS	543	718	328
global route	568	720	359
finish	535	718	325
Power figures rest on the tool's default switching activity, not on a simulated workload.
